==> /design/flow/design.v <==
`timescale 1ns/1ps
module output_layer #(
    parameter V_SIZE = 4,
    parameter OUTPUT_SIZE = 10,
    parameter OUTPUT_WIDTH = 4,
    parameter COUNTER_WIDTH = 8
    ) (
    input clk,
    input rstn,
    input [OUTPUT_SIZE-1:0] spike,
    input in_valid,
    output logic [OUTPUT_WIDTH-1:0] result,
    output reg out_valid
);
reg [COUNTER_WIDTH-1:0] counter [OUTPUT_SIZE-1:0];
reg valid_prev;
always_comb begin
    integer i;
    integer max;
    result = 0;
    max = 0;
    for (i = 0; i < OUTPUT_SIZE; i++) begin
        if (counter[i] > max) begin
            max = counter[i];
            result = i;
        end
    end
end
always @(posedge clk) begin
    integer i;
    if (rstn==0) begin
        out_valid <= 0;
        valid_prev <= 0;
        for (i = 0; i < OUTPUT_SIZE; i++) begin
            counter[i] <= 0;
        end
    end else begin
        for (i = 0; i<OUTPUT_SIZE; i++) begin
            if (spike[i] && in_valid) begin
                counter[i] <= counter[i] + 1;
            end else begin
                counter[i] <= counter[i];
            end
        end
        if (valid_prev && !in_valid) begin
            out_valid <= 1;
            valid_prev <= in_valid;
        end else begin
            out_valid <= 0;
            valid_prev <= in_valid;
        end
    end
end
endmodule
==> /design/flow/run.sh <==
#!/bin/bash
# OpenROAD 26Q1-2900-gdf79404cd8, Yosys 0.63+post, stock flow scripts
make -C /OpenROAD-flow-scripts/flow DESIGN_CONFIG=/design/flow/config.mk WORK_HOME=/design/flow/orfs finish
==> /design/flow/config.mk <==
export PLATFORM = sky130hd
export DESIGN_NAME = output_layer
export DESIGN_NICKNAME = output_layer
export VERILOG_FILES = /design/flow/design.v
export SDC_FILE = /design/flow/constraint.sdc
export NUM_CORES = 4
export LEC_CHECK = 1
export CORE_UTILIZATION = 30
==> /design/flow/constraint.sdc <==
current_design output_layer

set clk_period 21.2
set clk_io_pct 0.2

create_clock -name clk0 -period $clk_period [get_ports {clk}]

set non_clock_inputs [all_inputs -no_clocks]
set_input_delay [expr $clk_period * $clk_io_pct] -clock clk0 $non_clock_inputs
set_output_delay [expr $clk_period * $clk_io_pct] -clock clk0 [all_outputs]
==> flow_metrics.py <==
# Synthesis and PnR figures
metrics = {
    "route": {
        "diodes": 0,
        "avgViaCountPerCell": 4.92,
        "drt_iter0_drc": 336,
        "drc": 0,
        "routed_wl_microns": 14500,
        "ant_nets": 0,
        "wl_per_cell_microns": 13.4,
        "via_count": 5333,
        "drtPass1Iterations": 4,
    },
    "timing": {
        "tightest_slew_ns": 0.660,
        "fin_crit_sh_pct": 96.4,
        "period_minus_slack_ns": 20.44,
        "timing.hold.ws_ns": 0.416,
        "setup_violations": 0,
        "hold_viol": 0,
        "finalSetupTns_ns": 0,
        "slew_violations": 0,
        "max_slew_margin_pct": 56.0,
        "finClkSkew_ns": 0.00790,
        "max_clock_freq_ghz": 0.0489,
    },
    "cts": {
        "htree_levels": 3,
        "cts.sinks": 82,
        "cts_tree": "built",
        "root_buffer": "clkbuf_16",
        "clock_latency_ns": 0.35,
        "clk_pin_slew_worst_paths_ns": 0.06,
        "cts-buffers-inserted": 9,
        "cts_buffer_depth": 2,
    },
    "yosys": {
        "ys_seq_share_pct": 25.2,
        "synthCells": 768,
        "top_logic_kind": "simple AND/OR/NAND/NOR gates",
        "syn_area_sq_um": 6500,
        "area_leaders": "dfxtp_1, ha_1, xnor2_1, and2_1, inv_1",
        "ys.flops": 82,
        "simple_gate_share_pct": 22.8,
        "syn_area_per_cell_sq_um": 8.47,
        "ys_cells": 768,
        "aoi_share_pct": 16.0,
        "edf_count": 0,
        "yosys_warnings": 2,
        "yosys.cell_types.count": 63,
        "xor_area_share_pct": 8.08,
        "ys_area_sq_um": 6500,
        "top_cell_area_share_pct": 25.2,
        "adder_share_pct": 15.8,
        "flop_cell": "dfxtp_1",
        "largest_area_cell": "dfxtp_1",
        "synthArstFlopShare_pct": 0,
        "synthMuxAreaShare_pct": 6.89,
    },
    "die": {
        "row_count": 53,
        "die_area_sq_um": 22300,
        "die_h_microns": 149,
        "die_w_microns": 149,
        "fp_util_pct": 30.8,
        "core_sq_um": 21200,
        "pin_count": 18,
    },
    "critical_path": {
        "worstSetupEndpointType": "primary output",
        "slowest_stage": "clkdlybuf4s50_1",
        "crit_path_start_kind": "flip-flop",
        "required_ns": 16.96,
        "crit_path_max_incr_delay_ns": 0.48,
        "reg2reg_slack_ns": 19.62,
        "worst-path-max-fanout": 15,
        "crit_end": "result[1]",
        "timing.rr.end": "counter[0][7]$_SDFFE_PN0P_",
        "cp.arrival_ns": 16.20,
        "r2r-start": "counter[0][5]$_SDFFE_PN0P_",
        "r2r_cells": 4,
        "critPathLaunch": "counter[0][0]$_SDFFE_PN0P_",
        "critPathKind": "reg -> out",
    },
    "run": {
        "max_cap_viol_count": 0,
        "warnings": 26,
    },
    "placed_design": {
        "portBuffers": 17,
        "dpl.hpwl_microns": 10300,
        "routabilityCongestion": 0.878,
        "place_inst": 1041,
    },
    "layout": {
        "syn_to_final_growth_pct": 19.0,
        "final_cell_count_no_fill": 1085,
        "final_core_util_pct": 36.6,
        "fill_cells": 2061,
        "drive_gt1_share_pct": 15.4,
    },
    "grt": {
        "grt_pass1_wl_microns": 23700,
        "grt_overflow": 0,
        "grtUsageTotal_pct": 13.3,
        "grt_pass1_vias": 4685,
        "antenna_found_initial": 0,
        "grt_max_degree": 83,
    },
    "min_path": {
        "min_path_type": "reg -> reg",
    },
    "status": {
        "status": "complete, no violations",
    },
}
[cell type report]
cell class	instances	area, sq um	share of cell area [%]
Clock buffer	13	270	3.49
Clock inverter	3	22.5	0.291
Inverter	59	221	2.86
Multi-Input combinational cell	603	4820	62.3
Sequential cell	82	1650	21.3
Tap cell	275	344	4.44
Timing Repair Buffer	50	417	5.38
[metal layers]
metal / wire length, microns / track usage, %
met4: 231 / 1.94
met2: 6230 / 19.9
met3: 356 / 1.25
met1: 7680 / 21.1
met5: 0 / 0
[kinds of logic after synthesis]
group | after synthesis
AOI/OAI and AO/OA | 144
xor gates and xnor gates | 60
adders and majority gates | 83
buffers and inverters | 85
DFF | 82
muxes | 39
and+or+nand+nor | 275
[worst min path at each step]
stage                            startpoint                   end  cells after the start
after global routing  valid_prev$_SDFF_PN0_  out_valid$_SDFF_PN0_                      2
final                 valid_prev$_SDFF_PN0_  out_valid$_SDFF_PN0_                      2
after CTS             valid_prev$_SDFF_PN0_  out_valid$_SDFF_PN0_                      2
[stage by stage]
step                worst slack (ns)  area (sq um)
CTS                           0.0142          7260
detailed placement            -0.115          6950
global route                  -0.173          7740
finish                         0.759          7740
floorplan                       1.75          6500
global placement              0.0378          6950
[sequential cells by signal, summed over array words and instances, names as in the netlist]
register	flops
valid_prev	1
out_valid	1
counter	80
[critical path: cells and delay by family, from the launching register on]
family / cells / cell delay (ns)
buffers and inverters: 10 / 1.50
muxes: 4 / 1.23
AOI/OAI and AO/OA: 38 / 7.04
adders and majority gates: 12 / 3.36
and+or+nand+nor: 19 / 2.34
DFF: 1 / 0.36
[repair_timing]
action	in CTS	in global routing
pin swaps	0	20
cloned	0	2
resized	7	55
hold buffers	0	0
setup endpoints to repair	4	4
setup buffers	0	26
[cells in the mapped netlist, types with 5 or more instances]
| cell type | instances |
|---|---|
| dfxtp_1 | 82 |
| xnor2_1 | 58 |
| or4_1 | 6 |
| nand3_1 | 44 |
| a21boi_0 | 19 |
| a221oi_2 | 6 |
| nor2_1 | 35 |
| nand4_1 | 24 |
| and3_1 | 5 |
| nand2_1 | 49 |
| o31a_1 | 6 |
| mux2_2 | 11 |
| a21o_1 | 14 |
| o211ai_1 | 5 |
| nor2b_1 | 19 |
| or3_1 | 12 |
| inv_1 | 59 |
| mux2_4 | 8 |
| a21oi_1 | 28 |
| clkbuf_1 | 19 |
| mux2i_1 | 19 |
| and2_1 | 57 |
| nor3_1 | 7 |
| o21ai_0 | 30 |
| ha_1 | 79 |
| o21a_1 | 7 |
[cells in the final DEF, fill, tap and decap left out, drive strengths merged, types with 13 or more instances in the layout]
cell type,count
xnor2,58
o21ai,31
dfxtp,82
nand2,50
clkdlybuf4s50,16
mux2,19
nand3,44
inv,59
ha,79
clkbuf,13
and2,58
nor2b,19
a21oi,32
a21o,14
nor2,37
nand4,25
a21boi,20
mux2i,20
buf,34
