<file path="./config.mk">
export PLATFORM = sky130hd
export DESIGN_NAME = data_io
export DESIGN_NICKNAME = data_io
export VERILOG_FILES = /design/flow/design.v
export SDC_FILE = /design/flow/constraint.sdc
export NUM_CORES = 4
export LEC_CHECK = 1
export CORE_AREA = 10 10 70 70
export DIE_AREA = 0 0 80 80
</file>
<file path="./constraint.sdc">
current_design data_io

set clk_period 3.0
set clk_io_pct 0.2

create_clock -name clk0 -period $clk_period [get_ports {clk}]

set non_clock_inputs [all_inputs -no_clocks]
set_input_delay [expr $clk_period * $clk_io_pct] -clock clk0 $non_clock_inputs
set_output_delay [expr $clk_period * $clk_io_pct] -clock clk0 [all_outputs]
</file>
<file path="./design.v">
`timescale 1ns/1ps
module clipped_adder(
    input unsigned [4:0] a,
    input unsigned [4:0] b,
    output unsigned [4:0] out
);
wire unsigned [4:0] sum;
assign sum = a + b;
assign out = a[4] || b[4] || sum[4] ? 5'b11111 : sum;
endmodule
module lif_core(
     input unsigned [3:0] prev_v,
     input unsigned [4:0] spike_in,
     input unsigned [3:0] leak,
     output unsigned [4:0] out
);
wire unsigned [4:0] padded_v = {1'b0, prev_v};
wire unsigned [4:0] padded_leak = {1'b0, leak};
wire unsigned [4:0] sum;
wire unsigned [4:0] ans;
assign sum = padded_v + spike_in;
assign ans = sum - padded_leak;
assign out = spike_in[4] ? 5'b11111 : sum > padded_leak ?  ans[4] ? 5'b11111 : ans : 0;
endmodule
module lif(
    input clk,
    input reset,
    input unsigned [4:0] spike_in,
    output reg spike_out,
    output unsigned [3:0] waveform
);
wire unsigned [4:0] sum;
wire unsigned [3:0] next_volt;
reg unsigned [3:0] voltage;
wire has_spike;
wire unsigned [3:0] leak = 1;
lif_core add(voltage, spike_in, leak, sum);
assign has_spike = sum >= 8;
assign next_volt = has_spike ? 0 : sum;
assign waveform = voltage + 6;
always @(posedge clk) begin
    if (reset) begin
        voltage <= 0;
        spike_out <= 0;
    end else begin
        voltage <= next_volt;
        spike_out <= has_spike;
    end
end
endmodule
module wrapper(
    input clk,
    input reset,
    input s1,
    input s2,
    input s3,
    output spike,
    output unsigned [3:0] waveform
);
wire unsigned [4:0] i1 = s1 ? 1 : 0;
wire unsigned [4:0] i2 = s2 ? 2 : 0;
wire unsigned [4:0] i3 = s3 ? 3 : 0;
wire unsigned [4:0] i12;
wire unsigned [4:0] i123;
clipped_adder a1(i1, i2, i12);
clipped_adder a2(i12, i3, i123);
lif ni(clk, reset, i123, spike, waveform);
endmodule
module data_io(
    input clk,
    input rstn,
    input [22:0] data_in,
    output [5:0] data_out
);
wire [1:0] opcode_i = data_in[22:21];
wire [1:0] parity_i = data_in[20:19];  
wire [18:0] indata_i = data_in[18:0];
reg [1:0] data_parity;
reg [18:0] acc_data;
reg data_valid;
wire [3:0] result;
wire [1:0] status;
assign data_out = {status, result};
wrapper uut(clk, rstn, opcode_i, acc_data, result, status);
always @(posedge clk) begin
    if (!rstn) begin
        data_parity <= 0;
        acc_data <= 0;
        data_valid <= 0;
    end else begin
        if(data_parity != parity_i) begin
            data_parity <= parity_i;
            if(parity_i[1]) begin
                acc_data <= indata_i;
                data_valid <= 1;
            end else begin
                data_valid <= 0;
            end
        end else begin
            data_valid <= 0;
        end
    end
end
endmodule
</file>
<file path="./run.sh">
#!/bin/bash
# OpenROAD 26Q1-2900-gdf79404cd8, Yosys 0.63+post, stock flow scripts
make -C /OpenROAD-flow-scripts/flow DESIGN_CONFIG=/design/flow/config.mk WORK_HOME=/design/flow/orfs finish
</file>
==> impl_metrics.ini <==
; synthesis and place-and-route metrics
[outcome]
outcome = completed

[synthesis]
ys_ff = 8
synthCells = 65
synth.avg_cell_area_sq_um = 8.80
yosys_cells = 65
yosysSeqAreaShare = 0.280
ys_warn_count = 10
syn_area_sq_um = 572
ys_types = 29
ys_area_sq_um = 572

[timing]
fmax_ghz = 0.366
fin_setup_tns_ns = 0
min_period_ns = 2.74
drv_slew = 0
setup_ws_ns = 0.264
hold_viol_final = 0
setup_viol = 0
rsz0062_at_grt = no
finClkSkew_ns = 0.00368
post-route-period-util = 0.912

[cts]
ctsHoldBuffers = 0
cts_num_sinks = 8
clock-root-buffer = clkbuf_4
cts-resized-gates = 0
cts_tree = built
post_cts_buffers = 0
clk_pin_slew_ns = 0.05
numCtsBuffers = 3
clk_path_buf_depth = 2
clock_latency_ns = 0.25
htreeDepth = 1

[setup_path]
r2r-end = uut.ni.voltage[0]
criticalPathCategory = input port to flip-flop
r2r_slack_ns = 0.78
crit_path_end = uut.ni.voltage[0]
rr_startpoint = uut.ni.voltage[0]
end_kind = flip-flop
worstPathMaxFanout = 7
worstPathRequired_ns = 3.14
worstSetupStartpointType = input port
arrival_ns = 2.87
reg2reg_depth = 8
startpoint = data_in[21]

[power_and_ir_drop]
p_clk_frac = 0.190
p_int_w = 0.000269
power_frac_seq = 0.340
combPwrFrac = 0.471
peakVddDrop_mv = 0.165
p_leak_nw = 0.282
p_per_area_nw_per_um2 = 603
p_switching_w = 0.000142
p_sw_frac = 0.345
total_power_w = 0.000411

[finish]
final_common_cell = dfxtp_1
final_layout_size_suffix_gt1_frac = 0.111
layout_top_cells = dfxtp_1 (8), inv_1 (6), conb_1 (6), clkdlybuf4s50_1 (6), nor2b_1 (5)
areaGrowthSynthToFinish_pct = 19.0
final_cell_count_no_fill = 118

[global_routing]
grt_max_degree = 11
antenna_found_initial = 0
grt_pass1_wl_um = 1760
grt.overflow.total = 0
first_global_vias = 420
gr-usage-all-layers = 0.0335

[die]
core_area_sq_um = 3420
num_rows = 21
io_pins = 31
chipArea_sq_um = 6400
fp.dieW_um = 80
dieHeight_um = 80
fp-utilization = 0.167

[place]
post-place-cells = 115
place.gp.congestion = 0.864
place_ws_ns = 0.0425
io_buffers = 6
dpl.hpwl_um = 850

[job]
cap_violations = 0
warnings = 45

[drt]
dr.pass1.iters = 4
drt_iter0_markers = 11
num_vias = 440
drc = 0
wl_per_cell_um = 8.82
vias_per_cell = 3.73
routed_wirelength_um = 1040
n_antenna_cell = 0
ant_nets = 0

[hold_path]
hold_path_class = flip-flop to flip-flop
## stage by stage
step           utilization  hold WS [ns]  instance area, sq um
5_1_grt              0.199         0.585                   681
4_1_cts              0.199         0.548                   681
3_3_place_gp         0.193         0.519                   658
2_1_floorplan            -         0.487                   591
3_5_place_dp         0.193         0.536                   658
6_report             0.199         0.536                   681
## power groups by stage
stage                 combinational, W  sequential, W  clock [W]
after CTS                     0.000194       0.000140  0.0000836
after global routing          0.000217       0.000142  0.0000935
final                         0.000193       0.000139  0.0000779
## flip-flops by register name, summed over array words and instances (netlist names)
register          flops
uut.ni.spike_out      1
acc_data              1
data_parity           2
uut.ni.voltage        4
## cells by family after synthesis
kind of cell / count (synthesis) / share of synthesized area
mux: 2 / 0.0372
fa+ha+maj: 5 / 0.123
xor+xnor: 2 / 0.0306
simple gates: 20 / 0.214
buf+inv: 14 / 0.140
compound gates: 13 / 0.169
other cells: 1 / 0.00656
flops: 8 / 0.280
## cells in the mapped netlist, drive strengths merged
library cell / number / area, sq um
nor3: 2 / 10.0
mux2: 1 / 11.3
ha: 4 / 50.1
and3: 1 / 11.3
a21oi: 4 / 20.0
and2: 2 / 12.5
and3b: 1 / 8.76
nor2: 3 / 11.3
mux2i: 1 / 10.0
nor4: 3 / 18.8
a21o: 1 / 7.51
a211o: 1 / 8.76
dfxtp: 8 / 160
buf: 8 / 57.6
a31oi: 2 / 12.5
xnor2: 1 / 8.76
o21ba: 1 / 10.0
inv: 6 / 22.5
conb: 1 / 3.75
nor2b: 5 / 31.3
a32o: 1 / 10.0
a21boi: 1 / 7.51
xor2: 1 / 8.76
o31ai: 2 / 20.0
fa: 1 / 20.0
nand2: 1 / 3.75
nor3b: 2 / 15.0
## critical path, cell delays in order
cell and delay, ns:
clkdlybuf4s50_1 0.46, ha_1 0.19, inv_1 0.06, fa_1 0.54, ha_1 0.32, nand2_1 0.08
o31ai_1 0.19, a21oi_1 0.12, nor4_1 0.31
## cell type report
cell class / count / area, sq um
repair buffers: 7 / 67.6
fillers: 391 / 2740
inverters: 6 / 22.5
clock buffers: 3 / 22.5
well taps: 46 / 57.6
flip-flops and latches: 8 / 160
multi-input cells: 48 / 350
## how the worst min path moves through the flow
stage / start / to / slack, ns / cells after the start
5_1_grt: acc_data[0] / acc_data[0] / 0.58 / 2
6_report: acc_data[0] / acc_data[0] / 0.54 / 2
4_1_cts: acc_data[0] / acc_data[0] / 0.55 / 2
## layer usage
layer | routed length (um) | part of all wire | vias to the layer above | global-route usage
met5 | 0 | 0 | - | 0
met4 | 7 | 0.0067 | 0 | 0.00352
met3 | 68 | 0.065 | 2 | 0.0205
met2 | 422 | 0.41 | 13 | 0.0465
met1 | 543 | 0.52 | 195 | 0.0445
li1 | - | - | 230 | -
Power and IR drop assume default switching activity.
