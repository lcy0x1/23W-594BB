<file path="flow/constraint.sdc">
current_design memory

set clk_period 133.5
set clk_io_pct 0.2

create_clock -name clk0 -period $clk_period [get_ports {clk}]

set non_clock_inputs [all_inputs -no_clocks]
set_input_delay [expr $clk_period * $clk_io_pct] -clock clk0 $non_clock_inputs
set_output_delay [expr $clk_period * $clk_io_pct] -clock clk0 [all_outputs]
</file>
<file path="flow/run.sh">
#!/bin/bash
# OpenROAD 26Q1-2900-gdf79404cd8, Yosys 0.63+post, stock flow scripts
make -C /OpenROAD-flow-scripts/flow DESIGN_CONFIG=/design/flow/config.mk WORK_HOME=/design/flow/orfs finish
</file>
<file path="flow/config.mk">
export PLATFORM = sky130hd
export DESIGN_NAME = memory
export DESIGN_NICKNAME = memory
export VERILOG_FILES = /design/flow/design.v
export SDC_FILE = /design/flow/constraint.sdc
export NUM_CORES = 4
export LEC_CHECK = 1
export CORE_UTILIZATION = 40
</file>
<file path="flow/design.v">
module memory #(
    parameter ROW = 19, 
    parameter WIDTH = 128,
    parameter LOG_WIDTH = 7
) (
    input clk,
    input rstn,
    input en,
    input we,
    input [ROW-1:0] data_in,
    output reg [ROW-1:0] data_out
);
reg [LOG_WIDTH-1:0] in_addr, out_addr;
reg [ROW-1:0] data [0:WIDTH-1];
always @(posedge clk) begin
    if (!rstn) begin
        in_addr <= 0;
        out_addr <= 0;
        data_out <= 0;
    end else if (we) begin
        data[in_addr] <= data_in;
        out_addr <= 0;
        in_addr <= in_addr + 1;
        data_out <= 0;
    end else if (en) begin
        data_out <= data[out_addr];
        out_addr <= out_addr + 1;
        in_addr <= 0;
    end else begin
        data_out <= 0;
        in_addr <= 0;
        out_addr <= 0;
    end
end
endmodule
</file>
==> flow_summary_export.csv <==
group,metric,value,unit
final_layout,drive_gt1_frac,0.280,
yosys,avgSynthCellArea,21.8,um2
final_timing,setup_viol,0,
detailed_routing,drc,0,
placed_design,gp_congestion,0.918,
flow_run,log.warning_count,26,
yosys,yosys_warnings,1,
yosys,logic_family,"multiplexers",
grt,grt_pass1_vias,49324,
yosys,ys_seq_share,0.783,
setup_path,crit_type,"in2reg",
final_layout,area_growth,14.0,%
die,die_x,487,um
placed_design,dp_cells,7532,
detailed_routing,firstDrtPassIters,5,
yosys,ys_sh_xor,0.000837,
setup_path,crit_slowest_cell,"nand3_2",
yosys,async_flop_share,0,
cts,cts_root_buf,"clkbuf_16",
grt,met1_usage,0.275,
power,p_leak,32.4,nW
die,fp_util,0.404,
setup_path,crit_chain,"clkdlybuf4s50_1 > nand2_1 > nor2_1 > nand3_2 > buf_4 > nor2_2 > buf_4",
setup_path,arrival,29.91,ns
yosys,synth_cell_type_count,55,
final_layout,stdcell_count,7963,
yosys,synth.area.top_cells,"edfxtp_1 78%, mux4_2 12%, mux2i_1 2.1%, a22oi_1 1.1%, o221ai_1 0.71%",
yosys,synth_area_leader_cell,"edfxtp_1",
setup_path,critPathBufInv,3,
worst_hold_path,hp-class,"reg2reg",
die,core,233000,um2
power,ir_drop,0.0130,mV
grt,gr-max-usage-layer,"met2",
detailed_routing,drt_iter0_drc,2945,
final_timing,min_period,29.38,ns
placed_design,dp.final_hpwl,154,mm
final_timing,worst_slack,104.12,ns
yosys,mux_share,0.147,
final_timing,tightest_slew,1.18,ns
detailed_routing,vias,44996,
cts,cts_buffers,231,
yosys,yosys.area_share.simple,0.0170,
grt,use_met2,0.345,
cts,postCtsSetupRepairBufs,0,
setup_path,endpoint_kind,"flop",
yosys,adder_share,0.000266,
run_status,status,"complete, no violations",
cts,cts_sinks,2465,
detailed_routing,post_drt_wl_per_cell,31.1,um
cts,clk_pin_slew,0.07,ns
detailed_routing,ant_nets,0,
grt,grt_pass1_wl,354,mm
cts,cts_buffer_depth,3,
cts,cts_resized,0,
final_timing,drv_slew,0,
final_timing,timing.fmax,34.0,MHz
setup_path,crit_path_start_kind,"primary input",
final_timing,fin_worst_skew,0.0479,ns
yosys,yosys-stat-area,94100,um2
setup_path,timing.critical_path.mode_cell,"buf_4",
grt,use_met3,0.169,
yosys,netlist_instances,4316,
grt,antenna_found_initial,2,
placed_design,port_buffers,41,
yosys,syn_area,94100,um2
cts,insertion_delay,0.88,ns
cts,cts_tree,"built",
power,cellPowerDensity,14.5,nW/um2
placed_design,place_ws,103.34,ns
setup_path,crit_path_max_incr_delay,0.65,ns
yosys,ys_cells,4316,
die,fp.dieH,487,um
yosys,aoi_share,0.0363,
die,io-pin-count,42,
grt,grt_usage,0.234,
final_timing,finalHoldViolations,0,
final_timing,period_used_share,0.220,
cts,ctsHoldBuffers,0,
final_timing,relSlewSlack,0.204,
setup_path,cp_data_required_time,134.03,ns
grt,grt_max_degree,98,
yosys,synth_top_area_share,0.776,
final_timing,rsz0062_at_grt,"no",
yosys,flop_cell,"edfxtp_1",
die,rows,177,
final_timing,fin_setup_tns,0,ns
setup_path,cp_top_family,"simple AND/OR/NAND/NOR gates",
cts,cts-htree-levels,4,
setup_path,cp_max_fo,13,
detailed_routing,drt-total-wl,248,mm
detailed_routing,vias_per_cell,5.65,
grt,grt_remaining_overflow,0,
yosys,synth-seq-cells,2465,
die,die_area,237000,um2
flow_run,cap_viol_max_count,0,
yosys,edf_count,2432,
[placed cells by master, fill, tap and decap left out, types with 9 or more instances in the layout]
cell,instances
nor2_1,36
bufinv_16,31
nand2b_1,19
mux2_1,9
buf_4,311
a31oi_1,17
o21ai_0,13
clkinvlp_4,14
a21oi_1,104
a22oi_1,140
o221ai_1,76
clkinv_2,49
mux2_2,43
nand2_1,77
edfxtp_1,2432
nor2_2,123
mux4_2,498
nand3_1,10
a211oi_1,46
clkinv_1,46
a22o_1,22
mux2i_1,202
clkbuf_16,231
clkbuf_1,34
clkdlybuf4s50_1,22
dfxtp_1,27
a221oi_1,16
nor3_1,41
nor2b_1,11
[final timing paths]
path | startpoint | to | slack [ns] | depth (start not counted)
max | rstn | data[110][2]$_DFFE_PP_ | 104.12 | 7
min | in_addr[5]$_SDFF_PN0_ | in_addr[5]$_SDFF_PN0_ | 0.66 | 2
max reg2reg | out_addr[0]$_SDFF_PP0_ | data_out[17]$_SDFF_PP0_ | 127.38 | 11
min reg2reg | in_addr[5]$_SDFF_PN0_ | in_addr[5]$_SDFF_PN0_ | 0.66 | 2
[metal layers]
layer  up-vias  wire (um)
li1      18903          -
met1     23048      78500
met2      2610     119000
met3       427      39900
met4         8      10500
met5         -        179
[final cells by class]
cell class	instances	area, um2
Fill cell	18826	126000
Sequential cell	2465	73700
Multi-Input combinational cell	1594	19400
Clock buffer	270	5980
Tap cell	3132	3920
Timing Repair Buffer	337	2640
Clock inverter	159	1740
Inverter	4	16.3
Antenna cell	2	5.00
[cells by family (layout without fill, tap and decap cells)]
family | count (synthesis) | after routing
fa+ha+maj | 2 | 2
other cells | 0 | 2
mux | 754 | 754
compound gates | 476 | 476
buf+inv | 257 | 770
xor+xnor | 9 | 9
flops | 2465 | 2465
simple gates | 353 | 353
[worst register-to-register path, delay by kind of cell, from the launching register on]
kind / cells / cell delay (ns)
simple gates: 3 / 1.17
compound gates: 1 / 0.13
flops: 1 / 0.64
mux: 1 / 0.59
buf+inv: 6 / 3.47
[report_power, final]
| group | switching (W) | leakage [nW] | internal, W | total [W] |
|---|---|---|---|---|
| Sequential | 0.000000477 | 22.1 | 0.000850 | 0.000851 |
| Clock | 0.000285 | 3.76 | 0.000381 | 0.000666 |
| Combinational | 0.0000284 | 6.47 | 0.0000120 | 0.0000404 |
[cells in the mapped netlist, types with 22 or more instances]
| library cell | instances |
|---|---|
| mux2_2 | 43 |
| buf_4 | 33 |
| edfxtp_1 | 2432 |
| a21oi_1 | 104 |
| mux2i_1 | 202 |
| a211oi_1 | 46 |
| mux4_2 | 498 |
| clkbuf_1 | 91 |
| dfxtp_1 | 33 |
| nor2_1 | 160 |
| nor3_1 | 43 |
| buf_6 | 26 |
| nand2_1 | 77 |
| a22oi_1 | 140 |
| a22o_1 | 22 |
| o221ai_1 | 76 |
| buf_2 | 78 |
[through the flow]
stage	hold WS (ns)	total power, W	util	area (um2)
finish	0.663	0.00156	0.460	107000
global route	0.686	0.00160	0.460	107000
CTS	0.679	0.00157	0.460	107000
detailed placement	0.669	0.000909	0.427	99600
global placement	0.650	0.000908	0.427	99600
floorplan	0.513	0.000884	-	94100
[state kept, by name, summed over array words and instances (netlist names)]
name / cells
data: 2432
data_out: 19
in_addr: 7
out_addr: 7
No activity file was given, so power comes from the tool's default toggle rates.
